==> flow/design.v <==
module debounce #(
	parameter [31:0] DELAY = 500000
) (
	input wire clk_i,
	input wire rstn_i,
	input wire key_i,
	output wire debkey_o
);
	parameter [2:0] state1 = 0, state2 = 1, state3 = 2, state4 = 3, state5 = 4;
	reg [2:0] state; wire [2:0] nextstate;
	reg intclock;
	reg [23:0] clockdiv;
	always @(posedge clk_i, negedge rstn_i) begin
		if (rstn_i == 1'b0) begin
			state <= state1;
		end else begin
			case(state)
			state1 : begin
				if (intclock == 1'b0) begin
					if (key_i == 1'b1) begin
						state <= state2;
					end
				end
			end
			state2 : begin
				if (intclock == 1'b1) begin
					if (key_i == 1'b1) begin
						state <= state3;
					end
					else begin
						state <= state1;
					end
				end
			end
			state3 : begin
				if (intclock == 1'b0) begin
					if (key_i == 1'b0) begin
						state <= state4;
					end
				end
			end
			state4 : begin
				if (intclock == 1'b1) begin
					if (key_i == 1'b0) begin
						state <= state5;
					end
					else begin
						state <= state3;
					end
				end
			end
			state5 : begin
				state <= state1;
			end
			endcase
		end
	end
	always @(posedge clk_i, negedge rstn_i) begin
		if (rstn_i == 1'b0) begin
			clockdiv <= {24{1'b0}};
			intclock <= 1'b0;
		end else begin
			if (clockdiv <= DELAY) begin
				clockdiv <= clockdiv + 1;
			end
			else begin
				clockdiv <= {24{1'b0}};
				intclock <= ~intclock;
			end
		end
	end
	assign debkey_o = state == state3 ? 1'b1 : 1'b0;
endmodule
==> flow/run.sh <==
#!/bin/bash
# OpenROAD 26Q1-2900-gdf79404cd8, Yosys 0.63+post, stock flow scripts
make -C /OpenROAD-flow-scripts/flow DESIGN_CONFIG=/design/flow/config.mk WORK_HOME=/design/flow/orfs finish
==> flow/config.mk <==
export PLATFORM = sky130hd
export DESIGN_NAME = debounce
export DESIGN_NICKNAME = debounce
export VERILOG_FILES = /design/flow/design.v
export SDC_FILE = /design/flow/constraint.sdc
export NUM_CORES = 4
export LEC_CHECK = 1
export CORE_AREA = 10 10 94 94
export DIE_AREA = 0 0 104 104
==> flow/constraint.sdc <==
current_design debounce

set clk_period 3.4
set clk_io_pct 0.2

create_clock -name clk0 -period $clk_period [get_ports {clk_i}]

set non_clock_inputs [all_inputs -no_clocks]
set_input_delay [expr $clk_period * $clk_io_pct] -clock clk0 $non_clock_inputs
set_output_delay [expr $clk_period * $clk_io_pct] -clock clk0 [all_outputs]
==> metrics.yaml <==
final_timing:
  fmaxAchievable_ghz: 0.475
  skew_ns: 0.00624
  min_period_ns: 2.11
  period_used_pct: 61.9
  maxSlewViolCount: 0
  finalSetupTns_ns: 0
  setup_viol: 0
  hold_viol: 0
  rsz0062_at_grt: "false"
  tightest_slew_ns: 0.698
  slew_headroom_pct: 53.5
  holdWs_ns: 0.466
critical_path:
  path_delay_family: "AND-OR/OR-AND gates"
  cp_num_buf_inv: 2
  crit_required_ns: 3.56
  critical_path.cell_chain: "inv_1 -> ha_1 -> or4b_1 -> a41oi_2 -> a22oi_2 -> buf_4 -> nor2_1"
  crit_slowest_cell: "a22oi_2"
  crit_fanout: 12
  arrival_ns: 2.27
  ff2ff_setup_slack_ns: 1.29
  cp-end-kind: "flip-flop"
  critPathMaxStageDelay_ns: 0.59
  crit_path_start_kind: "flip-flop"
  path_class: "flip-flop to flip-flop"
global_route:
  grt_start_max_net_pins: 31
  grt_pass1_wl_um: 4100
  antenna_found_initial: 0
  grt_pass1_vias: 892
  grt_use_total_pct: 4.31
  grt-ovfl-total: 0
route:
  antenna_cells: 0
  drc: 0
  ant_nets: 0
  wl_um: 2330
  avgViaCountPerCell: 3.86
  firstDrtPassIters: 4
  detail_route.wl_per_cell_um: 9.58
  vias: 938
  drtIter0Drc: 36
place:
  io_buffers: 3
  post-dp-hpwl_um: 1610
  place_inst: 235
  gp_congestion: 0.853
layout:
  syn2layout_area_growth_pct: 17.3
  fillers: 752
  final_util_pct: 24.6
  logic_area_um2: 646
  finalNonFillerCells: 243
  drive_above_1_share_pct: 22.4
  ff_latch_area_um2: 752
pwr:
  p_comb_share_pct: 4.8
  p_sw_share_pct: 21.5
  seqPwrFrac_pct: 54.2
  power_w: 0.000694
  ir_worst_vdd_mv: 0.266
  p_per_area_nw_per_um2: 413
  p_switching_w: 0.000149
  p_int_w: 0.000545
  p_leak_nw: 0.631
  p_clk_share_pct: 40.9
die:
  die_area_um2: 10800
  core_um2: 6830
  chipWidth_um: 104
  initial_utilization_pct: 21.0
  rows: 30
  fp.dieH_um: 104
  pin_count: 4
logic_synthesis:
  syn_inst: 132
  ff_type: "dfrtp_1"
  async_flop_share_pct: 100
  yosysChipArea_um2: 1430
  syn_area_um2: 1430
  synth-edff-count: 0
  synth_flop_count: 30
  syn_avg_cell_area_um2: 10.8
  synth_warnings: 1
  yosysSeqAreaShare_pct: 52.5
  synth_cell_type_count: 34
  yosysCellCount: 132
clocking:
  root_buffer: "clkbuf_8"
  post_cts_buffers: 0
  h-tree-depth: 2
  ctsHoldBuffers: 0
  numCtsBuffers: 5
  insertion_delay_ns: 0.27
  cts_resized: 0
  path_clk_slew_ns: 0.06
  cts.sinks: 30
  clk_path_buf_depth: 2
  cts_tree: "built"
outcome:
  run_status: "complete, no violations"
hold_path:
  hold_class: "flip-flop to flip-flop"
run:
  cap_violations: 0
  warnings: 26
[layer usage]
layer	part of all wire, %	vias up	wire length, um	track usage (%)
met5	0	-	0	0
met4	2.1	0	49	0.895
met3	3.2	4	74	1.25
met2	45	7	1040	6.67
met1	50	448	1160	5.87
li1	-	479	-	-
[cells in the mapped netlist, drive strengths merged (2+ instances only)]
master | number | share of area [%]
xor2 | 3 | 1.8
nand4 | 4 | 2.2
dfrtp | 29 | 51
o21ai | 3 | 1.0
nor4 | 5 | 2.2
nor2 | 22 | 8.2
nand3 | 6 | 2.1
a21oi | 7 | 3.2
nor3 | 4 | 1.4
ha | 2 | 1.7
inv | 7 | 1.8
or4 | 2 | 1.0
buf | 2 | 1.6
and3 | 4 | 1.7
nand2 | 8 | 2.1
xnor2 | 11 | 7.3
[cell type report]
class	instances	area share, %
Tap cell	96	7.15
Sequential cell	30	44.8
Timing Repair Buffer	5	2.68
Inverter	7	1.56
Clock buffer	8	5.37
Multi-Input combinational cell	97	38.5
[final timing paths]
kind | startpoint | end | cells past startpoint
worst max-delay path | clockdiv[0]$_DFF_PN0_ | clockdiv[0]$_DFF_PN0_ | 7
worst min-delay path | state[1]$_DFF_PN0_ | state[0]$_DFF_PN1_ | 2
worst max register to register | clockdiv[0]$_DFF_PN0_ | clockdiv[0]$_DFF_PN0_ | 7
min in group asynchronous | rstn_i | clockdiv[20]$_DFF_PN0_ | 2
max in group asynchronous | rstn_i | state[0]$_DFF_PN1_ | 2
worst min register to register | state[1]$_DFF_PN0_ | state[0]$_DFF_PN1_ | 2
[tightest hold or removal path: stages (launching register included)]
cell and delay [ns]:
dfrtp_1 0.33, a21oi_1 0.04, o21ai_0 0.07
[sequential cells by signal (all words and copies together) (netlist names)]
register / count
clockdiv: 24
state: 5
intclock: 1
[cells in the final DEF (no fill, tap or decap), drive strengths merged, types with 2 or more instances in the layout]
cell type / instances
a21oi: 7
and3: 4
buf: 2
clkbuf: 8
clkdlybuf4s50: 3
conb: 5
dfrtp: 29
ha: 2
inv: 7
nand2: 8
nand3: 6
nand4: 4
nor2: 22
nor3: 4
nor4: 5
o21ai: 3
or4: 2
xnor2: 11
xor2: 3
[cells by family after synthesis]
group           count (synthesis)  share of synthesized area, %
other cells                     1                         0.262
buf+inv                         9                          3.41
xor+xnor                       14                          9.09
compound gates                 16                          8.48
simple gates                   60                          24.5
flops                          30                          52.5
fa+ha+maj                       2                          1.75
[power by group through the flow]
| stage | logic [W] | registers [W] | clock network [W] |
|---|---|---|---|
| global route | 0.0000375 | 0.000377 | 0.000311 |
| CTS | 0.0000350 | 0.000376 | 0.000293 |
| finish | 0.0000336 | 0.000377 | 0.000284 |
[stage by stage]
stage | setup WS, ns | instance area, um2
2_1_floorplan | 1.67 | 1450
3_3_place_gp | 1.32 | 1590
3_5_place_dp | 1.30 | 1590
4_1_cts | 1.29 | 1680
5_1_grt | 1.14 | 1680
6_report | 1.29 | 1680
No activity file was given, so power comes from the tool's default toggle rates.
