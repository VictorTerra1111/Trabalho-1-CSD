==> ./design.v <==
module clock_divisor(
    input logic clk_100MHz_i,
    input logic reset_i,
    output logic seconds_pulse_o
);
  reg [27:0] counter; 
  always @(posedge clk_100MHz_i or posedge reset_i) begin
    if (reset_i) begin
      counter <= 0;
      seconds_pulse_o <= 0;
    end else begin
      if (counter == 100_000_000 - 1) begin
        counter <= 0;
        seconds_pulse_o <= 1;
      end else begin
        counter <= counter + 1;
        seconds_pulse_o <= 0;
      end
    end
  end
endmodule
==> ./run.sh <==
#!/bin/bash
# OpenROAD 26Q1-2900-gdf79404cd8, Yosys 0.63+post, stock flow scripts
make -C /OpenROAD-flow-scripts/flow DESIGN_CONFIG=/design/flow/config.mk WORK_HOME=/design/flow/orfs finish
==> ./config.mk <==
export PLATFORM = sky130hd
export DESIGN_NAME = clock_divisor
export DESIGN_NICKNAME = clock_divisor
export VERILOG_FILES = /design/flow/design.v
export SDC_FILE = /design/flow/constraint.sdc
export NUM_CORES = 4
export LEC_CHECK = 1
export CORE_AREA = 10 10 109 109
export DIE_AREA = 0 0 119 119
==> ./constraint.sdc <==
current_design clock_divisor

set clk_period 4.6
set clk_io_pct 0.2

create_clock -name clk0 -period $clk_period [get_ports {clk_100MHz_i}]

set non_clock_inputs [all_inputs -no_clocks]
set_input_delay [expr $clk_period * $clk_io_pct] -clock clk0 $non_clock_inputs
set_output_delay [expr $clk_period * $clk_io_pct] -clock clk0 [all_outputs]
==> job_summary.md <==
## Implementation flow summary

| Metric | Value |
|---|---|
| Outcome | finished, final reports clean |
| Worst setup EP type | output pin |
| Wirelength, routed | 2.86 mm |
| Net switching power | 94.2 uW |
| Total stage count of the critical path | 1 |
| Data required time at the worst endpoint | 3.68 ns |
| Relative contribution of combinational cells to total power | 0.014 |
| Final-report setup violation count | 0 |
| Class of the worst hold path | register to register |
| Vias in the first global route | 1086 |
| Synthesis-stage register bit count | 29 |
| Number of enable-type register cells in the synthesized netlist | 0 |
| Hpwl dp | 1.99 mm |
| Wire length of the first global-routing pass | 5.02 mm |
| Number of cells produced by synthesis | 143 |
| Storage element area | 726 um^2 |
| Max Freq | 0.500 GHz |
| Per-cell via count in the routed design | 3.81 |
| Area of the synthesized netlist per yosys stat | 1450 um^2 |
| Clock Power Share | 0.419 |
| Initial antenna violation count | 0 |
| Initial cell density of the core | 0.150 |
| Total standard cell area after synthesis | 1450 um^2 |
| H-Tree Level Count | 2 |
| Multi-input combinational cell area | 696 um^2 |
| DRT met1 WL | 1.43 mm |
| Number of clock buffers inserted by TritonCTS | 5 |
| Largest cells by area after synthesis | sky130_fd_sc_hd__dfrtp_1, sky130_fd_sc_hd__xnor2_1, sky130_fd_sc_hd__nand4_1, sky130_fd_sc_hd__nor2_1, sky130_fd_sc_hd__nand2_1 |
| CTS tree | done |
| Tally of filler cells in the layout | 1073 |
| Global placement routability congestion | 0.890 |
| Top Ports | 3 |
| Final ANT Viol Nets | 0 |
| Antenna fix cells | 0 |
| Number of buffers inserted by port buffering | 2 |
| Core footprint | 9640 um^2 |
| Slew headroom | 0.490 |
| Seq/Total Area, Yosys | 0.502 |
| Synthesis-to-layout area growth | 17.4% |
| Post-CTS Repair Setup Buffers | 0 |
| Overall global routing resource usage | 0.0405 |
| Post-layout minimum cycle time | 2.00 ns |
| DR WL/cell | 10.1 um |
| Tool warnings | 25 |
| Unrepaired setup endpoints after global routing | false |
| Sort of element at the start of the critical path | register |
| Cell type with the largest total area after synthesis | sky130_fd_sc_hd__dfrtp_1 |
| Number of max-cap violations | 0 |
| Gate family responsible for the most delay along the worst path | buffers and inverters |
| Met2 wire length | 1.27 mm |
| Internal cell power | 356 uW |
| Switching Share | 0.209 |
| Dominant synthesized flop cell | sky130_fd_sc_hd__dfrtp_1 |
| Die area | 14200 um^2 |
| Ratio of cells with drive above 1 in the final layout | 0.100 |
| Hold-fix buffers at CTS | 0 |
| Setup slack after layout | 2.60 ns |
| Number of DRC markers in iteration 0 | 87 |
| Most numerous cell in the Yosys netlist | sky130_fd_sc_hd__dfrtp_1 |
| Setup CP Type | register to output pin |
| Number of sinks handled by clock tree synthesis | 29 |
| Clock-pin slew of the registers on the worst-case setup and hold paths | 0.06 ns |
| Resize count post-CTS | 0 |
| Critical path buffer and inverter count | 1 |
| Register share of total power | 0.567 |
| Max Transition Viols Final | 0 |
| Portion of the clock cycle consumed by the worst path in the final layout | 0.435 |
| Buffer type at the clock tree root | sky130_fd_sc_hd__clkbuf_8 |
| Cell count listed in synth_stat.txt | 143 |
| Uppermost layer routed | met4 |
| Worst-margin pin slew | 0.757 ns |
| Top fanout value on the critical path | 1 |
| Largest vdd supply drop | 74.5 uV |
| Worst-path cell with the longest stage delay | sky130_fd_sc_hd__clkdlybuf4s50_1 |
| Router iterations before antenna repair | 4 |
| Hold depth | 1 |
| Buffer depth of the longest clock path | 2 |
| Largest type area fraction | 0.502 |
| Post-placement setup slack | 2.72 ns |
| Share of flip-flops with an asynchronous set or reset | 1.00 |
| Power density relative to cell area | 265 nW/um^2 |
| Critical Path AT | 1.08 ns |
| Cell types with the highest counts after synthesis | sky130_fd_sc_hd__dfrtp_1, sky130_fd_sc_hd__nor2_1, sky130_fd_sc_hd__nand2_1, sky130_fd_sc_hd__xnor2_1, sky130_fd_sc_hd__nand4_1 |
| Count of unique library cells instantiated by Yosys | 30 |
| DR DRC count | 0 |
| Total met3 wirelength after detailed routing | 105 um |
| Horizontal die dimension | 119 um |
| Clk_skew | 0.0101 ns |
| Average footprint of a synthesized cell | 10.1 um^2 |
| Cell-by-cell listing of the critical path | clkdlybuf4s50_1 |
| Yosys warns | 1 |
| Worst-skew pair later-pin latency | 0.28 ns |
| Leak pwr | 0.000680 uW |
| Placement row count | 36 |
| GR Overflow Total | 0 |
| Final Hold Viols | 0 |
| Count of vias placed by the detailed router | 1078 |
| Die Span Y | 119 um |
| Max stage delay on crit path | 0.46 ns |
| Total Negative Setup Slacks | 0 ns |
| Pin count of the biggest net entering global routing | 30 |
| Reg2reg path depth | 6 |
[sequential cells by signal, indices dropped and copies added, names as in the netlist]
| signal | flops |
|---|---|
| seconds_pulse_o | 1 |
| counter | 28 |
[cell type report]
| cell class | count | area share |
|---|---|---|
| inverter | 2 | 0.00442 |
| clock buffer | 5 | 0.0406 |
| sequential | 29 | 0.428 |
| clock inverter | 1 | 0.00295 |
| multi-input combinational | 110 | 0.410 |
| tap | 133 | 0.0981 |
| timing repair buffer | 3 | 0.0162 |
[cells by family after synthesis]
logic type / after synthesis / synth area share
DFF: 29 / 0.502
xor gates and xnor gates: 18 / 0.109
buffers and inverters: 4 / 0.0164
adders and majority gates: 1 / 0.00866
AOI/OAI and AO/OA: 16 / 0.0701
and+or+nand+nor: 75 / 0.294
[per-layer routing]
metal	global-route usage	vias to the layer above
met3	0.0129	2
met2	0.0605	16
met4	0.00916	0
met5	0	-
li1	-	527
met1	0.0562	533
[cell usage in the layout, fill, tap and decap left out, types with 2 or more instances in the layout]
cell                              instances
sky130_fd_sc_hd__and3_1                   3
sky130_fd_sc_hd__a41oi_1                  2
sky130_fd_sc_hd__o21ai_0                  2
sky130_fd_sc_hd__a31oi_1                  4
sky130_fd_sc_hd__xor2_1                   5
sky130_fd_sc_hd__inv_1                    2
sky130_fd_sc_hd__a21oi_1                  5
sky130_fd_sc_hd__and4_1                   2
sky130_fd_sc_hd__clkdlybuf4s50_1          2
sky130_fd_sc_hd__nand4_1                 12
sky130_fd_sc_hd__dfrtp_1                 29
sky130_fd_sc_hd__clkbuf_8                 5
sky130_fd_sc_hd__nand2_1                 17
sky130_fd_sc_hd__nor4_1                   3
sky130_fd_sc_hd__xnor2_1                 13
sky130_fd_sc_hd__nor2_1                  18
sky130_fd_sc_hd__nand3_1                 10
sky130_fd_sc_hd__and3_2                   2
[through the flow]
step                cells  hold WS [ns]  power, uW  cell area (um^2)  utilization
CTS                   283         0.479        459              1700        0.176
finish                283         0.470        450              1700        0.176
global placement      277         0.467        266              1620        0.168
detailed placement    277         0.468        266              1620        0.168
global route          283         0.502        472              1700        0.176
floorplan             143         0.444        264              1450            -
[power groups by stage]
stage | combinational (uW) | sequential, uW | clock (uW)
4_1_cts | 6.70 | 255 | 197
6_report | 6.13 | 255 | 188
5_1_grt | 7.36 | 255 | 210
[worst paths after layout]
path	start	end	slack, ns
setup / recovery	seconds_pulse_o	seconds_pulse_o	2.60
hold / removal	counter[27]	counter[27]	0.47
min in group asynchronous	reset_i	counter[12]	1.00
max in group asynchronous	reset_i	counter[10]	3.32
setup reg to reg	counter[0]	counter[26]	2.69
hold reg to reg	counter[27]	counter[27]	0.47
Power figures rest on the tool's default switching activity, not on a simulated workload.
